**config.mk**
```make
export PLATFORM = sky130hd
export DESIGN_NAME = FIFO
export DESIGN_NICKNAME = FIFO
export VERILOG_FILES = /design/flow/design.v
export SDC_FILE = /design/flow/constraint.sdc
export NUM_CORES = 4
export LEC_CHECK = 1
export CORE_UTILIZATION = 50
```
**constraint.sdc**
```tcl
current_design FIFO

set clk_period 15.6
set clk_io_pct 0.2

create_clock -name clk0 -period $clk_period [get_ports {clk}]

set non_clock_inputs [all_inputs -no_clocks]
set_input_delay [expr $clk_period * $clk_io_pct] -clock clk0 $non_clock_inputs
set_output_delay [expr $clk_period * $clk_io_pct] -clock clk0 [all_outputs]
```
**run.sh**
```bash
#!/bin/bash
# OpenROAD 26Q1-2900-gdf79404cd8, Yosys 0.63+post, stock flow scripts
make -C /OpenROAD-flow-scripts/flow DESIGN_CONFIG=/design/flow/config.mk WORK_HOME=/design/flow/orfs finish
```
**design.v**
```verilog
`timescale 1ns / 1ps
module FIFO (
    input clk,
    input reset,
    input read,
    input write,
    input [7:0] buff_in,
    output reg [7:0] buff_out,
    output reg full,
    output reg empty,
    output reg [7:0] fifo_count
);
  reg [5:0] read_p, write_p;  
  reg [7:0] memory [63:0];    
  always @(*) begin
    empty = (fifo_count == 0);
    full  = (fifo_count == 64);
  end
  always @(posedge clk or posedge reset) begin
    if (reset)
      fifo_count <= 0;
    else if (!full && write && !read)
      fifo_count <= fifo_count + 1;
    else if (!empty && read && !write)
      fifo_count <= fifo_count - 1;
  end
  always @(posedge clk or posedge reset) begin
    if (reset)
      buff_out <= 0;
    else if (!empty && read)
      buff_out <= memory[read_p];
  end
  always @(posedge clk) begin
    if (write && !full)
      memory[write_p] <= buff_in;
  end
  always @(posedge clk or posedge reset) begin
    if (reset) begin
      read_p <= 0;
      write_p <= 0;
    end else begin
      if (!full && write)
        write_p <= write_p + 1;
      if (!empty && read)
        read_p <= read_p + 1;
    end
  end
endmodule
```
==> run_summary.xml <==
<?xml version="1.0" encoding="UTF-8"?>
<metrics>
  <group name="synth">
    <metric name="ys_dominant_reg_cell" unit="">edfxtp_1</metric>
    <metric name="ys_cells" unit="">1128</metric>
    <metric name="enable_flop_cells" unit="">512</metric>
    <metric name="syn-cell-area" unit="sq um">21400</metric>
    <metric name="seq_total_area_yosys" unit="%">75.1</metric>
    <metric name="synth_cells" unit="">1128</metric>
    <metric name="synth.ff_latch_count" unit="">540</metric>
    <metric name="yosys_warnings" unit="">1</metric>
    <metric name="ys_async_rst_share" unit="%">5.19</metric>
    <metric name="ys_types" unit="">44</metric>
    <metric name="yosys.stat.chipArea" unit="sq um">21400</metric>
    <metric name="syn_avg_cell_area" unit="sq um">19.0</metric>
  </group>
  <group name="route">
    <metric name="detail_route.antenna_diodes" unit="">0</metric>
    <metric name="route.detailed.vias_per_inst" unit="">5.94</metric>
    <metric name="ant_nets" unit="">0</metric>
    <metric name="drt_pre_antenna_iters" unit="">5</metric>
    <metric name="vias" unit="">10400</metric>
    <metric name="drt_wl_total" unit="mm">46.4</metric>
    <metric name="dr.first_iter.drc_count" unit="">738</metric>
    <metric name="avgRoutedWirePerCell" unit="um">26.4</metric>
    <metric name="drc" unit="">0</metric>
  </group>
  <group name="final_timing">
    <metric name="finClkSkew" unit="ns">0.0142</metric>
    <metric name="min_period_over_period" unit="%">35.7</metric>
    <metric name="period_needed" unit="ns">5.56</metric>
    <metric name="timing_hold_violations_final" unit="">0</metric>
    <metric name="setup_viol" unit="">0</metric>
    <metric name="max_freq" unit="MHz">180</metric>
    <metric name="worst_pin_slew" unit="ns">0.974</metric>
    <metric name="rsz0062_at_grt" unit="">no</metric>
    <metric name="slew_headroom" unit="%">34.8</metric>
    <metric name="slew_violations" unit="">0</metric>
    <metric name="setup_total_negative_slack" unit="ns">0</metric>
  </group>
  <group name="grt">
    <metric name="grt_remaining_overflow" unit="">0</metric>
    <metric name="grt_start_max_net_pins" unit="">116</metric>
    <metric name="grt_first_pass_wirelength" unit="mm">70.2</metric>
    <metric name="first_global_vias" unit="">11300</metric>
    <metric name="number_of_antenna_violations_at_the_first_check_in_global_routing" unit="">0</metric>
    <metric name="global_route.usage.total" unit="%">24.7</metric>
  </group>
  <group name="finish">
    <metric name="flow.area_growth_from_synthesis" unit="%">12.2</metric>
    <metric name="finalCoreUtilization" unit="%">57.1</metric>
    <metric name="final_layout_top_logic_cells" unit="">512 x edfxtp_1, 102 x nor2_1, 96 x mux4_2, 89 x mux2i_1, 57 x clkbuf_16</metric>
    <metric name="layout_top_cell_excl_fill_tap" unit="">edfxtp_1</metric>
    <metric name="share_of_post_route_cells_with_drive_strength_above_1" unit="%">16.9</metric>
  </group>
  <group name="setup_path">
    <metric name="cp_data_required_time" unit="ns">12.48</metric>
    <metric name="critical_path.max_fanout" unit="">4</metric>
    <metric name="cp_data_arrival_time" unit="ns">2.44</metric>
    <metric name="timing.critical_path.to_type" unit="">primary output</metric>
    <metric name="start_kind" unit="">register</metric>
    <metric name="crit_type" unit="">reg2out</metric>
  </group>
  <group name="pwr">
    <metric name="powerDensity" unit="nW/um^2">176</metric>
    <metric name="vdd.ir_drop.worst" unit="mV">0.101</metric>
    <metric name="p_leak" unit="nW">7.79</metric>
  </group>
  <group name="clock_network">
    <metric name="clk_root_buffer_cell" unit="">clkbuf_16</metric>
    <metric name="htree_levels" unit="">2</metric>
    <metric name="cts.sinks" unit="">540</metric>
    <metric name="hold_buffers" unit="">0</metric>
    <metric name="cts_inserted_buffers" unit="">54</metric>
    <metric name="setup_fix_buffers_added_after_clock_tree_synthesis" unit="">0</metric>
    <metric name="post_cts_resize_count" unit="">0</metric>
    <metric name="cts.reportedPaths.clkPinSlew" unit="ns">0.06</metric>
    <metric name="clkLatencyLatePin" unit="ns">0.59</metric>
    <metric name="ctsLongestPathBuffers" unit="">3</metric>
    <metric name="tritoncts_clock_tree" unit="">built</metric>
  </group>
  <group name="job">
    <metric name="openroad.warnings" unit="">27</metric>
    <metric name="number_of_max_cap_violations" unit="">0</metric>
  </group>
  <group name="die">
    <metric name="fp_util" unit="%">50.9</metric>
    <metric name="fp.coreArea" unit="sq um">42000</metric>
    <metric name="rows" unit="">75</metric>
    <metric name="chip_area" unit="sq um">43600</metric>
    <metric name="die_width" unit="um">209</metric>
    <metric name="die_height" unit="um">209</metric>
    <metric name="ios" unit="">30</metric>
  </group>
  <group name="placement">
    <metric name="io_buffers" unit="">29</metric>
    <metric name="place_hpwl" unit="mm">27.2</metric>
    <metric name="gp_congestion" unit="">0.866</metric>
  </group>
  <group name="worst_hold_path">
    <metric name="hp-class" unit="">reg2reg</metric>
  </group>
  <group name="outcome">
    <metric name="run_status" unit="">finished clean</metric>
  </group>
</metrics>
-- worst paths after layout --
| path | from | endpoint | slack (ns) | cells after the start |
|---|---|---|---|---|
| min | fifo_count[7] | fifo_count[7] | 0.52 | 1 |
| min in group asynchronous | reset | fifo_count[7] | 2.91 | 3 |
| max | fifo_count[3] | empty | 10.04 | 3 |
| max reg2reg | fifo_count[3] | fifo_count[7] | 12.15 | 11 |
| max in group asynchronous | reset | read_p[1] | 12.36 | 3 |
| min reg2reg | fifo_count[7] | fifo_count[7] | 0.52 | 1 |
-- synth_stat cells, types with 10 or more instances --
cell type	number	area (sq um)
a22oi_1	24	180
buf_2	15	75.1
a21oi_1	40	200
nor3_1	11	55.1
nand2_1	34	128
buf_4	15	113
o21ai_0	10	50.1
dfrtp_1	28	701
nor2_1	102	383
clkbuf_1	16	60.1
mux4_2	96	2160
edfxtp_1	512	15400
inv_1	10	37.5
xnor2_1	10	87.6
mux2i_1	89	891
buf_1	11	41.3
nor2b_1	15	93.8
-- cells by family after synthesis --
| kind of cell | Yosys count | share of synthesized area (%) |
|---|---|---|
| buffers and inverters | 70 | 1.68 |
| flip-flops | 540 | 75.1 |
| AND-OR/OR-AND | 120 | 3.78 |
| adder cells (fa/ha/maj) | 9 | 0.561 |
| XOR/XNOR | 15 | 0.614 |
| multiplexers | 186 | 14.3 |
| AND/OR/NAND/NOR | 188 | 3.91 |
-- layout make-up --
class / count / area (sq um)
Timing Repair Buffer: 46 / 390
Multi-Input combinational cell: 518 / 4970
Inverter: 10 / 37.5
Fill cell: 3105 / 18000
Clock inverter: 30 / 355
Clock buffer: 71 / 1490
Sequential cell: 540 / 16100
Tap cell: 539 / 674
-- critical path, cell delays in order (launching register included) --
cell	delay (ns)
dfrtp_1	0.41
or4_4	0.60
nor3_1	0.31
clkdlybuf4s50_1	0.53
-- through the flow --
| stage | instance area, sq um | total power (W) | hold WS, ns | instances | setup WS [ns] |
|---|---|---|---|---|---|
| final | 24000 | 0.00422 | 0.521 | 1754 | 10.04 |
| after CTS | 24000 | 0.00426 | 0.509 | 1754 | 10.02 |
| after global routing | 24000 | 0.00440 | 0.546 | 1754 | 9.97 |
| after detailed placement | 22200 | 0.00293 | 0.497 | 1653 | 9.64 |
| after global placement | 22200 | 0.00292 | 0.500 | 1653 | 9.71 |
| after floorplan | 21400 | 0.00257 | 0.424 | 1128 | 10.57 |
-- layer usage --
metal | track usage (%) | wire length, um | vias to the layer above
li1 | - | - | 4639
met1 | 38.6 | 17500 | 5209
met2 | 35.3 | 22200 | 505
met3 | 13.0 | 5660 | 67
met4 | 4.77 | 999 | 0
met5 | 1.33 | 0 | -
-- power by group --
group	internal, W	switching, W
Clock	0.000815	0.000515
Combinational	0.000482	0.000614
Sequential	0.00167	0.000119
Total	0.00297	0.00125
-- state kept, by name (all words and copies together), names as in the netlist --
register and cells:
buff_out 8, fifo_count 8, memory 512, write_p 6
read_p 6
Power and IR drop assume default switching activity.
